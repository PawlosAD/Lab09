$ cat run.sh
#!/bin/bash
# OpenROAD 26Q1-2900-gdf79404cd8, Yosys 0.63+post, stock flow scripts
make -C /OpenROAD-flow-scripts/flow DESIGN_CONFIG=/design/flow/config.mk WORK_HOME=/design/flow/orfs finish
$ cat design.v
`timescale 1ns / 1ps
module byte_memory(
    input [7:0] data,
    input store,
    output reg [7:0] memory
);
    always @(store, data) begin 
        if (store)
            memory <= data; 
    end
endmodule
`timescale 1ns / 1ps
module d_latch(
    input D,  
    input E,  
    output reg Q,  
    output NotQ  
);
    always @(D, E) begin 
        if (E)
            Q <= D; 
    end
    assign NotQ = ~Q; 
endmodule
`timescale 1ns / 1ps
module demultiplexer(
    input [7:0] data,
    input [1:0] sel,
    output reg [7:0] A,
    output reg [7:0] B,
    output reg [7:0] C,
    output reg [7:0] D
);
    always @(*) begin 
        case(sel)
            2'b00: {D, C, B, A} <= {8'b0, 8'b0, 8'b0, data};
            2'b01: {D, C, B, A} <= {8'b0, 8'b0, data, 8'b0};
            2'b10: {D, C, B, A} <= {8'b0, data, 8'b0, 8'b0};
            2'b11: {D, C, B, A} <= {data, 8'b0, 8'b0, 8'b0};
        endcase
    end
endmodule
`timescale 1ns / 1ps
module demux1(
    input data,
    input [1:0] sel,
    output reg  A,
    output reg  B,
    output reg  C,
    output reg  D
);
    always @(*) begin 
        case(sel)
            2'b00: {D, C, B, A} <= {1'b0, 1'b0, 1'b0, data};
            2'b01: {D, C, B, A} <= {1'b0, 1'b0, data, 1'b0};
            2'b10: {D, C, B, A} <= {1'b0, data, 1'b0, 1'b0};
            2'b11: {D, C, B, A} <= {data, 1'b0, 1'b0, 1'b0};
        endcase
    end
endmodule
`timescale 1ns / 1ps
module memory_system(
    input [7:0] data,  
    input store,  
    input [1:0] addr,  
    output [7:0] memory  
);
    wire [7:0] demuxData[3:0];  
    wire [7:0] muxData[3:0];  
    wire dmStore[3:0];  
genvar i;
generate
for (i = 0; i < 4; i = i + 1) begin
byte_memory bm_i (
        .data(demuxData[i]),
        .store(dmStore[i]),
        .memory(muxData[i])
        );
end
endgenerate
demultiplexer dmux(
    .data(data),  
    .sel(addr),  
    .A(demuxData[0]),  
    .B(demuxData[1]),  
    .C(demuxData[2]),  
    .D(demuxData[3])  
    );
demux1 onebitdemux (
    .data(store),  
    .sel(addr),  
    .A(dmStore[0]),  
    .B(dmStore[1]),  
    .C(dmStore[2]),  
    .D(dmStore[3])  
);
mux finalMux (
    .data(memory),  
    .sel(addr),  
    .A(muxData[0]),  
    .B(muxData[1]),  
    .C(muxData[2]),  
    .D(muxData[3])  
);
 endmodule
`timescale 1ns / 1ps
module mux(
    output reg [7:0] data,  
    input [1:0] sel,  
    input [7:0] A,  
    input [7:0] B,  
    input [7:0] C,  
    input [7:0] D  
);
    always @(*) begin 
        case(sel)
            2'b00: data <= A;  
            2'b01: data <= B;  
            2'b10: data <= C;  
            2'b11: data <= D;  
        endcase
    end
endmodule
`timescale 1ns / 1ps
module top(
    input [15:0] sw,  
    input btnC,  
    output [15:0] led  
);
    d_latch part1(
        .D(sw[0]),  
        .Q(led[0]),  
        .NotQ(led[1]),  
        .E(btnC)  
    );
    memory_system part2(
        .data(sw[15:8]),  
        .addr(sw[7:6]),  
        .store(btnC),  
        .memory(led[15:8])  
    );
endmodule
$ cat constraint.sdc
current_design top

set clk_period 1.5
set clk_io_pct 0.2

create_clock -name clk0 -period $clk_period

set non_clock_inputs [all_inputs -no_clocks]
set_input_delay [expr $clk_period * $clk_io_pct] -clock clk0 $non_clock_inputs
set_output_delay [expr $clk_period * $clk_io_pct] -clock clk0 [all_outputs]
$ cat config.mk
export PLATFORM = sky130hd
export DESIGN_NAME = top
export DESIGN_NICKNAME = top
export VERILOG_FILES = /design/flow/design.v
export SDC_FILE = /design/flow/constraint.sdc
export NUM_CORES = 4
export LEC_CHECK = 1
export CORE_AREA = 10 10 95 95
export DIE_AREA = 0 0 105 105
==> out/results.ini <==
[yosys]
ys_seq_elements=33
ff_type=dlxtp_1
ys_warn_count=12
async_flop_share_pct=0
ys_area_um2=1110
syn_area_um2=1110
synthCells=97
synth-edff-count=0
yosysCellCount=97
ys_types=13
synth_area_per_cell_um2=11.5

[timing]
holdWs_ns=1.01
max_freq_mhz=698
rsz0062_at_grt=false
hold_viol_final=0
finalClockPeriodUsage_pct=95.5
setup-violations-final=0
drv_slew=0
untimed_endpoints=35
final.min_clock_period_ns=1.43
unclocked_regs=33

[flow_run]
tool_warnings=38
cap_violations=0

[critical_path]
crit_path_max_incr_delay_ns=0.53
path_max_fanout=9
critical_path_class=input port to primary output
worstPathRequired_ns=1.20
crit_arrival_ns=1.13
crit_chain=buf_8, mux4_1, clkdlybuf4s15_1
worstSetupStartpointType=input port
crit_slowest_cell=mux4_1
cp-startpoint=sw[6]
end_kind=primary output

[grt]
grt_max_degree=13
grt_pass1_vias=785
gr-total-overflow=0
grt_usage_pct=4.33
grt_pass1_wl_um=4000
antenna_found_initial=0

[routing]
diodes=0
avgRoutedWirePerCell_um=11.3
dr.pass1.iters=4
wirelength_um=2530
remaining_drc_errors=0
vias=791
drt_iter0_drc=33
via_per_inst=3.55
final_antenna_net_count=0

[floorplanning]
die_y_um=105
core_um2=6910
chipWidth_um=105
floorplan.core_util_pct=16.1
die_area_um2=11000
rows=30
ios=33

[place]
dpl.hpwl_um=1640
place_area_um2=1450
place_inst=212
portBuffers=22
gp_congestion=0.723

[power]
cellLeakagePower_nw=0.761
p_per_area_nw_per_um2=157
ir_drop_v=0.0000331

[cts]
postCtsHoldBufs=0

[finish]
drive_gt1_share_pct=28.3
logic_area_um2=492
final_area_um2=1520
n_fill_cell=753
fin_cells=223
flop_area_um2=495
area_growth_pct=37.2

[outcome]
outcome=complete, no violations

[worst_hold_path]
hp-start=sw[6]
hold_class=input port to primary output

power by group:
group	total, mW	leakage (nW)	internal, mW	switching (mW)
sequential	0.0364	0.244	0.0352	0.00126
clock	0	0	0	0
combinational	0.203	0.517	0.129	0.0741
per-stage QoR:
step | setup WS [ns] | util [%] | power, mW | setup TNS (ns)
3_5_place_dp | -0.783 | 21.0 | 0.205 | -6.05
3_3_place_gp | -0.789 | 21.0 | 0.203 | -6.07
4_1_cts | -0.0105 | 22.4 | 0.249 | -0.0272
6_report | 0.0672 | 22.1 | 0.239 | 0
5_1_grt | 0.0253 | 22.1 | 0.259 | 0
2_1_floorplan | 0.223 | - | 0.130 | 0
logic make-up (layout without fill, tap and decap cells):
family,Yosys count,after routing,share of synthesized area [%]
buf+inv,19,44,11.1
latches,33,33,44.6
mux,8,8,18.6
other cells,1,6,0.338
simple gates,36,36,25.3
state kept, by name, indices dropped and copies added (netlist names):
signal	flops
part1.Q	1
part2.genblk1.bm_i.memory	32
cell usage after synthesis (3+ instances only):
library cell	number	area, um^2
buf_2	3	15.0
buf_4	8	60.1
and3_1	9	56.3
mux4_1	7	184
and3b_1	18	158
nor3b_1	9	67.6
clkbuf_1	5	18.8
dlxtp_1	33	495
worst max-delay path: cells and delay by family:
family                 cells  cell delay [ns]
buffers and inverters      2             0.30
muxes                      1             0.53
worst paths after layout:
check / endpoint / slack, ns / cells after the start
setup / recovery: led[9] / 0.07 / 3
hold / removal: led[14] / 1.01 / 3
layout make-up:
type                    count  area share, %
multi-input cells          50           32.3
flip-flops and latches     33           32.5
well taps                  96           7.88
repair buffers             43           27.1
inverters                   1          0.246
layout by cell type, fill, tap and decap left out:
master | Yosys | routed
dlxtp_1 | 33 | 33
and3b_1 | 18 | 18
buf_4 | 8 | 16
clkdlybuf4s50_1 | 0 | 12
and3_1 | 9 | 9
nor3b_1 | 9 | 9
buf_2 | 3 | 8
mux4_2 | 1 | 6
conb_1 | 1 | 6
mux4_1 | 7 | 2
bufbuf_16 | 0 | 2
buf_6 | 1 | 2
inv_1 | 1 | 1
buf_8 | 1 | 1
clkdlybuf4s15_1 | 0 | 1
buf_12 | 0 | 1
timing repair:
| item | CTS | global route |
|---|---|---|
| setup endpoints to repair | 8 | 7 |
| cloned | 2 | 0 |
| buffers inserted | 10 | 0 |
| resized | 42 | 0 |
metal layers:
metal / GRT usage [%] / wire length, um
met3: 1.06 / 160
met2: 7.43 / 1140
met1: 5.74 / 1230
met5: 0 / 0
met4: 0 / 0
No activity file was given, so power comes from the tool's default toggle rates.
